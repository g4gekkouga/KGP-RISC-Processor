### config.mk
export PLATFORM = sky130hd
export DESIGN_NAME = multiplier_u
export DESIGN_NICKNAME = multiplier_u
export VERILOG_FILES = /design/flow/design.v
export SDC_FILE = /design/flow/constraint.sdc
export NUM_CORES = 4
export LEC_CHECK = 1
export CORE_UTILIZATION = 50
### constraint.sdc
current_design multiplier_u

set clk_period 27.0
set clk_io_pct 0.2

create_clock -name clk0 -period $clk_period

set non_clock_inputs [all_inputs -no_clocks]
set_input_delay [expr $clk_period * $clk_io_pct] -clock clk0 $non_clock_inputs
set_output_delay [expr $clk_period * $clk_io_pct] -clock clk0 [all_outputs]
### design.v
`timescale 1ns / 1ps
module multiplier_u(input wire[31:0] a1, input wire[31:0] b1, output wire [31:0] y, output wire[31:0] z);
parameter width = 64;
wire [width-1:0] a, b, y1;
assign a ={32'd0,a1};
assign b ={32'd0,b1};
wire [width*width-1:0] partials;
genvar i;
assign partials[width-1 : 0] = a[0] ? b : 0;
generate for (i = 1; i < width; i = i+1) begin:gen
    assign partials[width*(i+1)-1 : width*i] = (a[i] ? b << i : 0) +
                                   partials[width*i-1 : width*(i-1)];
end endgenerate
assign y1 = partials[width*width-1 : width*(width-1)];
assign y = y1[31:0];
assign z = y1[63:32];
endmodule
### run.sh
#!/bin/bash
# OpenROAD 26Q1-2900-gdf79404cd8, Yosys 0.63+post, stock flow scripts
make -C /OpenROAD-flow-scripts/flow DESIGN_CONFIG=/design/flow/config.mk WORK_HOME=/design/flow/orfs finish
==> qor.yml <==
placed_design:
  io_buffers: 128
  hpwl_mm: 71.9
  gp_congestion: 0.972
  placed_cell_area_um2: 34700
routing:
  drc: 0
  ant_nets: 0
  vias: 24400
  drt_first_pass_iters: 5
  avgViaCountPerCell: 5.40
  wl_mm: 98.6
  drt_iter0_drc: 959
  wl_per_cell_um: 21.8
floorplan:
  io-pin-count: 128
  row_count: 93
  initial_core_util_pct: 50.6
  core_um2: 64500
  die_h_um: 257
  dieWidth_um: 257
  die_area_um2: 66300
power_and_ir_drop:
  swShare_pct: 52.6
  p_int_mw: 8.41
  p_per_area_nw_per_um2: 512
  total_power_mw: 17.8
  leakage_nw: 17.9
  ir_drop_mv: 1.20
  power.switching_mw: 9.35
timing:
  period_used_pct: 72.9
  finalSetupTns_ns: 0
  hold_violations: 0
  slew_viol_final: 0
  rsz0062_at_grt: "no"
  fin_crit_ns: 19.70
  slew-limit-headroom_pct: 37.1
  setup_violations: 0
  tightest_slew_ns: 0.937
  max_freq_ghz: 0.0508
cells_and_area:
  seq_cells: 0
  design_area_um2: 34700
  num-clock-buffers: 0
  area_delta_synth_final_pct: 6.33
  seqCellArea_um2: 0
  drive_gt1_share_pct: 2.29
setup_path:
  path_class: "input pin to output pin"
  path_buffers: 6
  crit_slowest_cell: "a211oi_1"
  worstPathMaxFanout: 32
  end_kind: "output pin"
  cp.required_ns: 21.60
  worstPathCellList: "clkdlybuf4s50_1, buf_4, nand2_1, fa_1, inv_1, fa_1, inv_1, fa_1, fa_1, fa_1, inv_1, fa_1, ha_1, ha_1, ha_1, and4_1, nand2_1, a211oi_1, o211ai_1, and2_1, o21ai_0, a21boi_0, xnor2_1, clkdlybuf4s50_1"
  crit_path_max_incr_delay_ns: 0.75
  path_delay_family: "adder cells"
  cp_common_cell: "fa_1"
  cp-start-kind: "input pin"
  worstPathArrival_ns: 14.30
grt:
  grt_pass1_wl_mm: 156
  grt_max_degree: 33
  overflow: 0
  antenna_found_initial: 2
  first_global_vias: 26600
  grt_usage_pct: 34.1
yosys:
  largest_area_cell: "fa_1"
  top_cells_by_count: "fa_1 (902), inv_1 (863), nand2_1 (750)"
  ys_types: 59
  syn_area_um2: 32600
  avgSynthCellArea_um2: 8.86
  ys_area_um2: 32600
  netlist_top_cells_area: "fa_1 (55%), inv_1 (9.9%), ha_1 (9.9%)"
  synth_cells: 3683
  most_common_cell: "fa_1"
  yosys.area.top_type_share_pct: 55.4
  yosys.stat.seqShare_pct: 0
  ys_warn_count: 0
  yosys-stat-cells: 3683
min_path:
  holdPathStages: 4
  min_to: "y[0]"
  min_from: "a1[0]"
  hold_class: "input pin to output pin"
flow_run:
  warning_count: 32
  maxCapViolations: 0
clock_tree:
  postCtsSetupRepairBufs: 0
  cts_hold_buffers: 0
  cts_resized: 0
run_status:
  status: "complete, no violations"
==> layout by cell type, fill, tap and decap left out, types with 10 or more instances in the layout <==
| cell | Yosys | layout |
|---|---|---|
| a21o_1 | 38 | 38 |
| a21oi_1 | 59 | 59 |
| a31oi_1 | 11 | 11 |
| and2_1 | 320 | 320 |
| and3_1 | 11 | 11 |
| buf_4 | 2 | 71 |
| clkdlybuf4s50_1 | 0 | 128 |
| fa_1 | 902 | 902 |
| ha_1 | 257 | 257 |
| inv_1 | 863 | 863 |
| nand2_1 | 750 | 750 |
| nand3_1 | 15 | 15 |
| nand4_1 | 13 | 13 |
| nor2_1 | 37 | 37 |
| nor3_1 | 10 | 10 |
| o21ai_0 | 36 | 36 |
| o21bai_1 | 12 | 12 |
| xnor2_1 | 36 | 36 |
| xor2_1 | 15 | 15 |
==> per-layer routing <==
| metal | routed length (um) | GRT usage (%) | vias up |
|---|---|---|---|
| li1 | - | - | 10600 |
| met2 | 46000 | 50.2 | 1302 |
| met5 | 82 | 0.731 | - |
| met4 | 4460 | 11.5 | 4 |
| met3 | 12600 | 16.7 | 232 |
| met1 | 35500 | 46.3 | 12300 |
==> worst max path at each step <==
stage,from,end,cells past startpoint
4_1_cts,b1[21],z[25],28
5_1_grt,b1[21],z[25],28
6_report,b1[14],z[12],24
==> cells by family after synthesis <==
group	share of synthesized area [%]
compound gates	4.27
xor+xnor	1.37
fa+ha+maj	65.2
buf+inv	12.5
mux	0.0959
simple gates	16.6
==> tightest hold or removal path: stages <==
cell,delay (ns)
clkdlybuf4s50_1,0.39
buf_4,0.24
and2_1,0.21
clkdlybuf4s50_1,0.39
==> power by group through the flow <==
stage	sequential [mW]	clock (mW)	combinational [mW]
global route	0	0	19.6
CTS	0	0	17.8
==> final cells by class <==
| cell class | instances | area, um2 |
|---|---|---|
| fill | 6142 | 29800 |
| multi-input combinational | 2605 | 28600 |
| inverter | 863 | 3240 |
| timing repair buffer | 199 | 1810 |
| tap | 855 | 1070 |
| antenna | 1 | 2.50 |
==> metrics by stage <==
step	instances	utilization, %	setup slack (ns)	hold slack, ns
5_1_grt	4522	53.8	7.12	12.10
6_report	4523	53.8	7.30	12.05
3_5_place_dp	4522	53.8	7.54	12.06
3_3_place_gp	4522	53.8	7.57	12.07
4_1_cts	4522	53.8	7.52	12.06
2_1_floorplan	3683	-	9.57	10.88
No activity file was given, so power comes from the tool's default toggle rates.
