**flow/run.sh**
```bash
#!/bin/bash
# OpenROAD 26Q1-2900-gdf79404cd8, Yosys 0.63+post, stock flow scripts
make -C /OpenROAD-flow-scripts/flow DESIGN_CONFIG=/design/flow/config.mk WORK_HOME=/design/flow/orfs finish
```
**flow/config.mk**
```make
export PLATFORM = sky130hd
export DESIGN_NAME = alu
export DESIGN_NICKNAME = alu
export VERILOG_FILES = /design/flow/design.v
export SDC_FILE = /design/flow/constraint.sdc
export NUM_CORES = 4
export LEC_CHECK = 1
export CORE_UTILIZATION = 40
```
**flow/constraint.sdc**
```tcl
current_design alu

set clk_period 19.8
set clk_io_pct 0.2

create_clock -name clk0 -period $clk_period

set non_clock_inputs [all_inputs -no_clocks]
set_input_delay [expr $clk_period * $clk_io_pct] -clock clk0 $non_clock_inputs
set_output_delay [expr $clk_period * $clk_io_pct] -clock clk0 [all_outputs]
```
**flow/design.v**
```verilog
`timescale 1ns / 1ps
module alu(input wire[31:0] a, input wire[31:0] b, input wire[15:0] imm, input wire[5:0] control, output reg[31:0] res, output reg[31:0] res_mult, output reg c_flag, output reg z_flag, output reg s_flag, output reg o_flag);
	wire [31:0] multu_l, multu_u, mult_l, mult_u, addi;
	wire [31:0] addn, shift, shif_i;
	wire cn, ci;
	always@(a or b or imm or control)
	begin
		c_flag = 0;  
		z_flag = 0;  
		s_flag = 0;  
		o_flag = 0;  
		res_mult = 32'd0;
		case(control)
			6'b010000: res = a & b;
			6'b010001: res = a ^ b;
			6'b010010: begin
							{c_flag,res} = a+b;
						  end 
			6'b010011: begin
						  end
			6'b010100: begin
						  end
			6'b010101: res = ~b + 1;
			6'b010110: res = a>>b;
			6'b010111: res = a<<b;
			6'b011000: res = a>>>b;
			6'b100000: begin
							{c_flag,res} = a+imm;
						  end
			6'b100001: res = ~imm + 1;
			6'b100010: res = a>>imm;
			6'b100011: res = a<<imm;
			6'b100100: res = a>>>imm; 
			6'b000000: res = a+imm;
			6'b110000: res = a;
			6'b110001: res = b;
			default: res = 32'd0;
		endcase
		if(res==32'd0) begin
			z_flag = 1;  
		end
		s_flag = res[31];  
		o_flag = c_flag^(res[31]^(a[31]^b[31]));  
	end
endmodule
```
==> impl_summary.log <==
[flow] final metrics
[metrics] count of library flops with an enable pin: 0
[metrics] post-synthesis cell count from yosys: 2466
[metrics] vertical die size: 201 microns
[metrics] final setup violating endpoints: 0
[metrics] number of placement rows: 72
[metrics] highest clock frequency the design can meet: 68.4 MHz
[metrics] share of layout cells above drive strength 1: 8.61%
[metrics] Data arrival, critical path: 10.66 ns
[metrics] total area of multi-input combinational cells: 14000 sq um
[metrics] RSZ-0062 raised after global routing: no
[metrics] detailed-route DRC error count: 0
[metrics] pin slew with the least headroom to its limit: 1.26 ns
[metrics] die extent in x: 201 microns
[metrics] total of buffers placed on input and output ports: 122
[metrics] sequential cell area: 480 sq um
[metrics] number of post-CTS setup repair buffers: 0
[metrics] peak ir drop on the vdd network: 0.0000257 V
[metrics] Largest cells by area: sky130_fd_sc_hd__nand2_1 (7.6%), sky130_fd_sc_hd__a211oi_1 (6.1%), sky130_fd_sc_hd__o21ai_0 (4.3%)
[metrics] Final Cycle Share: 73.8%
[metrics] chip footprint: 40400 sq um
[metrics] tally of OpenROAD warnings: 32
[metrics] count of unclocked register or latch pins: 32
[metrics] number of antenna violations at the first check in global routing: 9
[metrics] cell accounting for the most synthesized area: sky130_fd_sc_hd__nand2_1
[metrics] chip area from the yosys synthesis statistics: 15800 sq um
[metrics] status: finished, final reports clean
[metrics] timing startpoint of the critical path: control[1]
[metrics] Rel. slew slack: 13.8%
[metrics] Largest register FFs: 32
[metrics] list of most frequent post-synthesis cells: sky130_fd_sc_hd__nand2_1 (322), sky130_fd_sc_hd__clkbuf_1 (168), sky130_fd_sc_hd__nor2_1 (150)
[metrics] combined global-route utilization of all metal layers: 54.0%
[metrics] met1 track demand over resource: 63.2%
[metrics] critical path fanouts, max: 27
[metrics] endpoints failing hold: 0
[metrics] layer with the highest usage: met2
[metrics] number of fillers in the final layout: 3890
[metrics] residual overflow from global routing: 0
[metrics] Distinct cells, synth: 111
[metrics] routability cong.: 1.26
[metrics] number of unconstrained endpoints: 64
[metrics] antenna violation net count after detailed routing: 0
[metrics] Cell Area, Synth: 15800 sq um
[metrics] count of TritonRoute iterations in the first routing pass: 15
[metrics] Area Growth Syn to Fin: 10.3%
[metrics] DRC violation total after the first TritonRoute iteration: 4105
[metrics] final tally of max-slew violations: 0
[metrics] switching power share of the total: 70.0%
[metrics] total of flip-flops plus latches after synthesis: 32
[metrics] kind of path behind the tightest hold check: input pin to primary output
[metrics] via count: 23500
[metrics] number of vias per cell after detailed routing: 7.85
[metrics] number of buffers added to fix hold violations after cts: 0
[metrics] WL per Instance: 37.1 microns
[metrics] power density over the cells: 26.2 nW/um^2
[metrics] MaxCap Viol Count: 0
[metrics] required time of the critical path: 15.84 ns
[metrics] sw power: 0.320 mW
[metrics] yosys synthesis warning count: 2
[metrics] kind of launch point of the worst setup path: input pin
[metrics] drt total wl: 111 mm
[metrics] met3 track demand over resource in global routing: 33.0%
[metrics] flip-flop cell with the highest count after synthesis: sky130_fd_sc_hd__dlxtn_1
[metrics] number of global-route vias before repair: 21100
[metrics] worst setup path category: input pin to primary output
[metrics] worst hold margin: 9.37 ns
[metrics] met2 routing resource usage after global routing: 70.7%
[metrics] static power due to leakage: 6.44 nW
[metrics] Resize count post-CTS: 0
[metrics] Cell Int Power: 0.137 mW
[metrics] Hold Path Origin: a[23]
[metrics] number of cells produced by synthesis: 2466
[metrics] Std-Cell Core Area: 38800 sq um
[metrics] Total Neg Setup Slack: 0 ns
[metrics] Post-DP HPWL: 83.1 mm
[metrics] ys async rst share: 0%
[metrics] Initial Util: 40.7%
[metrics] top cell type by instance count after synthesis: sky130_fd_sc_hd__nand2_1
[metrics] Period minus WS final: 14.62 ns
[metrics] largest net degree at the start of global routing: 57
[metrics] synthesized area per cell: 6.42 sq um
[metrics] Max-area cell share: 7.64%
[metrics] endpoint kind of the worst setup timing path: primary output
[metrics] capturing element of the worst setup path: z_flag
[metrics] top-level I/O count: 154
[metrics] global-route wire length before repair: 155 mm
## how the worst min path moves through the flow
stage | to | cells after the start
CTS | c_flag | 6
global route | c_flag | 6
finish | c_flag | 6
## power by group through the flow
stage / logic [mW] / clock network, mW / registers [mW]
after global routing: 0.461 / 0 / 0.00173
after CTS: 0.415 / 0 / 0.00172
## area by class of cell
cell class / instances / area share [%]
Multi-Input combinational cell: 2160 / 80.4
Timing Repair Buffer: 246 / 12.3
Tap cell: 518 / 3.72
Sequential cell: 32 / 2.75
Inverter: 37 / 0.796
Antenna cell: 5 / 0.0717
## layer usage
layer / up-vias / share of wire [%]
met5: - / 0.27
li1: 9649 / -
met2: 2478 / 37
met3: 753 / 19
met4: 18 / 11
met1: 10600 / 34
## cells by family after synthesis
| kind of cell | synth area share, % |
|---|---|
| buffers and inverters | 9.38 |
| other | 0.0237 |
| xor gates and xnor gates | 2.93 |
| and+or+nand+nor | 31.5 |
| adders and majority gates | 4.13 |
| muxes | 4.71 |
| AOI/OAI and AO/OA | 44.3 |
| latches | 3.04 |
## cells in the final DEF, fill, tap and decap left out, types with 38 or more instances in the layout
cell type / count
sky130_fd_sc_hd__nor3_1: 72
sky130_fd_sc_hd__ha_1: 49
sky130_fd_sc_hd__a211oi_1: 129
sky130_fd_sc_hd__nand4_1: 47
sky130_fd_sc_hd__a21oi_1: 136
sky130_fd_sc_hd__mux2i_1: 52
sky130_fd_sc_hd__clkdlybuf4s50_1: 121
sky130_fd_sc_hd__nor2_1: 146
sky130_fd_sc_hd__a22oi_1: 88
sky130_fd_sc_hd__nand2_1: 322
sky130_fd_sc_hd__o211ai_1: 41
sky130_fd_sc_hd__nand3_1: 98
sky130_fd_sc_hd__o21ai_0: 135
sky130_fd_sc_hd__buf_4: 124
sky130_fd_sc_hd__o22ai_1: 38
sky130_fd_sc_hd__nand2b_1: 93
## through the flow
stage / cell area (sq um) / power, mW / worst slack (ns) / cells / util (%)
after detailed placement: 17400 / 0.415 / 5.71 / 2993 / 44.9
final: 17400 / 0.457 / 5.18 / 2998 / 44.9
after global placement: 17400 / 0.413 / 5.77 / 2993 / 44.9
after global routing: 17400 / 0.463 / 5.16 / 2993 / 44.9
after floorplan: 15900 / 0.244 / 6.97 / 2497 / -
after CTS: 17400 / 0.416 / 5.70 / 2993 / 44.9
## worst max-delay path, stage by stage
cell and delay (ns):
sky130_fd_sc_hd__clkdlybuf4s50_1 0.92, sky130_fd_sc_hd__nor2b_2 0.26, sky130_fd_sc_hd__buf_4 0.40, sky130_fd_sc_hd__nand3_1 0.53, sky130_fd_sc_hd__nand2_1 0.74, sky130_fd_sc_hd__a22oi_1 0.27
sky130_fd_sc_hd__a2bb2oi_1 0.86, sky130_fd_sc_hd__o2111ai_1 0.39, sky130_fd_sc_hd__a2111oi_1 0.86, sky130_fd_sc_hd__o2111ai_1 0.26, sky130_fd_sc_hd__nor4_1 0.23, sky130_fd_sc_hd__nand4_1 0.18
sky130_fd_sc_hd__nor4_2 0.25, sky130_fd_sc_hd__clkdlybuf4s50_1 0.51
Power figures rest on the tool's default switching activity, not on a simulated workload.
