$ cat design/flow/run.sh
#!/bin/bash
# OpenROAD 26Q1-2900-gdf79404cd8, Yosys 0.63+post, stock flow scripts
make -C /OpenROAD-flow-scripts/flow DESIGN_CONFIG=/design/flow/config.mk WORK_HOME=/design/flow/orfs finish
$ cat design/flow/config.mk
export PLATFORM = sky130hd
export DESIGN_NAME = register_bank
export DESIGN_NICKNAME = register_bank
export VERILOG_FILES = /design/flow/design.v
export SDC_FILE = /design/flow/constraint.sdc
export NUM_CORES = 4
export LEC_CHECK = 1
export CORE_UTILIZATION = 50
$ cat design/flow/constraint.sdc
current_design register_bank

set clk_period 8.6
set clk_io_pct 0.2

create_clock -name clk0 -period $clk_period [get_ports {clk}]

set non_clock_inputs [all_inputs -no_clocks]
set_input_delay [expr $clk_period * $clk_io_pct] -clock clk0 $non_clock_inputs
set_output_delay [expr $clk_period * $clk_io_pct] -clock clk0 [all_outputs]
$ cat design/flow/design.v
`timescale 1ns / 1ps
module register_bank(input wire clk,input wire rst,input wire regWriteEnable, input wire [4:0] regAddr_write, input wire [31:0] regWriteData, input wire [4:0] regAddr_1, output wire [31:0] regReadData_1,input wire [4:0] regAddr_2, output wire [31:0] regReadData_2, input wire flag);
	reg [31:0] regArray [31:0];
	integer i; 
	always @ (posedge clk or posedge rst )
	begin
		if(rst)
		begin
			for(i=0;i<32;i=i+1) 
				regArray[i] <= 32'd0;
		end
		else
		begin
			if(regWriteEnable) 
			begin
				regArray[regAddr_write] <= regWriteData;
			end
		end
	end
	assign regReadData_1 = regArray[regAddr_1];  
	assign regReadData_2 = flag?regArray[regAddr_2]:32'd0;  
endmodule
==> run notes <==
Numbers from the implementation run.

Per the CTS log, the root buffer master is sky130_fd_sc_hd__clkbuf_16. Yosys reported that registers with async set or reset make up 100.0%. The share of final-layout standard cells stronger than drive strength 1 is 32.81%. The post-synth count of flops with an enable pin is 0. By area the synthesized netlist is led by sky130_fd_sc_hd__dfrtp_1, sky130_fd_sc_hd__mux2_2, sky130_fd_sc_hd__nand3_1.

The number of hold violations in the final report is 0. The number of flip-flops in the largest register is 1024. The number of cells reported by Yosys stat comes to 4876. For this run, the number of Yosys warnings is 2.

The report counts max-capacitance violations totalling 0. The standard-cell row count is 120. Summing all flip-flop and latch instances after layout gives 25620 µm². On the worst path, the slowest cell contributes a delay of 0.86 ns. In this run, the combinational gates consume 15.6% of the power. The final timing report gives a worst setup slack of 0.8904 ns. The length of routed wiring on met1 is 101.2 mm.

The count of final setup violators is 0. The total die size is 109400 µm². The flow reports an fmax of 129.7 MHz.

In this run, post-CTS hold repair placed 0 buffers. The top flip-flop cell by instance count after synthesis is sky130_fd_sc_hd__dfrtp_1. Per the synthesis report, the single largest cell type by area occupies 47.43% of cell area.

In this run the count of I/O pins placed on the die edge is 115. The peak supply drop is 0.2139 mV. The total congestion overflow after global routing is 0. The total CTS buffers is 111.

The initial utilization of the core area, before any placement, comes to 50.46%. The register with the most flip-flops is regArray. Of the available clock period, the critical path in the final layout requires 89.65%. The final number of max-transition violations is 0. The number of gates resized after CTS was 0. The clock tree from TritonCTS is built.

The post-synthesis sequential area ratio is 47.43%. The worst setup path is captured at an output pin. The leakage power in the latest report is 0.02661 µW. For the worst-skew pair, the clock arrives at the later sink with an insertion delay of 0.73 ns.

The maximum number of pins on one net before global-route repair is 115. Summing over every cut layer, the via total after detailed routing is 50340. The cell sequence reported for the critical path is clkdlybuf4s50_1 > buf_4 > and2_4 > and2_1 > buf_4 > a22oi_1 > and4_1 > a31oi_1 > clkdlybuf4s50_1.

The path category of the worst min-delay check is flip-flop to flip-flop. The time the final worst path needs with I/O delays and setup is 7.710 ns. After routing, the total negative slack on setup checks comes to 0 ns. Buffers placed on the I/O ports in this run total 114.

Across the routed clock network, the largest skew measured is 0 ns. The relative slew slack is 21.36%. The distinct cell type count after synthesis is 76. The worst slack at placement is 1.079 ns.

The first global-routing pass estimated 400.1 mm of wire. The synthesis stat section lists a flop and latch total of 1024. After its last routability iteration, the placer logged a weighted congestion of 1.087. In this run the cell area of the synthesized design comes to 54020 µm². The number of detailed-route iterations in the first pass is 8. In the final routed layout, each cell accounts on average for 46.36 µm.

For this run, the total global-route usage over all layers was measured as 56.76%. Including well taps, the total number of placed cells is 6153. The detail route stage leaves a number of antenna-violating nets equal to 0.

Once the clock tree was built, the setup fixing pass inserted 0 buffers. The share of total power consumed by net switching is 29.78%. The length of routed met3 wiring is 53.15 mm. The required time of the critical path is 6.88 ns. The hold-critical path depth is 1. On the reported timing paths, the clock transition at the registers reads 0.06 ns. The logic depth of the worst register-to-register path is 1.

The uppermost layer routed is met5. Leaving out buffers and inverters, the combinational logic in the layout accounts for 26520 µm². The worst setup path is launched from a primary input. The logs give a warning total of 48. Per the layout report, the design carries 9057 filler cells. Setup repair after global routing left no endpoint under its margin.

On the critical path, the stage with the largest delay is an instance of sky130_fd_sc_hd__and2_1. For reference, the post-synthesis area per instance comes to 11.08 µm². Max fanout on the critical path was recorded as 49. The cell type with the largest total area after synthesis is sky130_fd_sc_hd__dfrtp_1. The area overhead of the layout relative to synthesis is 13.43%. The tally of non-filler cells in the final layout is 6389.

The total routed wirelength is 296.2 mm. The run finished with clean final reports. Leaving out fill and tap cells, the most frequent cells in the layout are sky130_fd_sc_hd__mux2_2, sky130_fd_sc_hd__dfrtp_1, sky130_fd_sc_hd__nand3_1, sky130_fd_sc_hd__a22oi_1, sky130_fd_sc_hd__buf_4. The largest registers in the layout are regArray: 1024 flops.

The detailed-placement wirelength estimate is 186.6 mm. The DRC violation total left in the routed layout is recorded as 0. After synthesis, the chip area reported by Yosys is 54020 µm².

The tree built by TritonCTS fans out to 1024 sinks. The die is 330.7 µm tall. Registers are responsible for 48.3% of the overall power. The critical path in this run is classified as primary input to output pin. From left edge to right edge, the die measures 330.7 µm.

Per report_power, the clock group accounts for 36.1% of the total. The most frequent logic cell in the layout is sky130_fd_sc_hd__mux2_2. The net switching power is 4118 µW. The post-synthesis instance total is 4876. The buffer depth of the longest clock path is 3.

After the first detailed-routing iteration, the DRC count stood at 7499. The number of antenna violations at the first check in global routing came to 37. Using the TritonRoute via totals, the vias-per-cell ratio works out to 7.878.

The OpenROAD report gives the critical path a data arrival time of 5.99 ns. The flow reported a cell area power density of 225.6 nW/µm². The internal power of the cells totals 9710 µW. The wire length on met2 is 114.8 mm. At the pin with the least slew margin, the transition time is 1.180 ns. The core region is 107100 µm². The via count of the first global-routing pass is 47810. The H-tree was split into 3 levels.
## logic make-up (layout without fill, tap and decap cells)
| family | count (synthesis) | after routing | synth area share (%) |
|---|---|---|---|
| buffers and inverters | 541 | 618 | 4.218 |
| AND-OR/OR-AND | 700 | 700 | 9.994 |
| other | 0 | 33 | 0 |
| flip-flops | 1024 | 1024 | 47.43 |
| AND/OR/NAND/NOR | 1537 | 1537 | 16.01 |
| multiplexers | 1074 | 1074 | 22.34 |
## power groups by stage
stage	combinational [µW]	sequential (µW)	clock (µW)
global route	2240	6760	5170
CTS	2090	6630	5000
finish	2150	6680	5000
## Yosys cell counts, drive strengths merged, types with 13 or more instances
cell type / count
mux2i: 28
nor3b: 14
nor2: 74
a22o: 63
and4: 46
nor2b: 15
a32oi: 22
a22oi: 305
nand4: 229
dfrtp: 1024
or4: 13
buf: 203
nand2b: 17
mux2: 1045
nand3: 729
clkbuf: 329
nand2: 47
nor3: 42
a222oi: 18
nor4: 36
a31oi: 40
a2111oi: 65
o21ai: 46
a21oi: 39
and2: 28
and3: 195
o32a: 27
## worst paths after layout
kind                       slack [ns]                          from                           end
setup / recovery                 0.89                  regAddr_2[0]             regReadData_2[17]
hold / removal                   0.52  regArray[20][31]$_DFFE_PP0P_  regArray[20][31]$_DFFE_PP0P_
max in group asynchronous        5.13                           rst   regArray[9][21]$_DFFE_PP0P_
min in group asynchronous        1.37                           rst   regArray[12][6]$_DFFE_PP0P_
setup reg to reg                 7.68   regArray[3][22]$_DFFE_PP0P_   regArray[3][22]$_DFFE_PP0P_
hold reg to reg                  0.52  regArray[20][31]$_DFFE_PP0P_  regArray[20][31]$_DFFE_PP0P_
## critical path, delay by kind of cell
family | cells | cell delay, ns
and+or+nand+nor | 3 | 1.76
buffers and inverters | 4 | 2.00
AOI/OAI and AO/OA | 2 | 0.48
## cell type report
class                      count  share of cell area (%)
sequential                  1024                   41.82
tap                         1403                   2.865
antenna                       33                  0.1348
multi-input combinational   3311                   43.27
clock inverter                44                  0.8229
clock buffer                 159                   5.272
inverter                       9                 0.06125
timing repair buffer         406                   5.758
## metal layers
metal  vias up  GRT usage, %
li1      18740             -
met1     25120         71.31
met2      4879         71.12
met3      1558         37.45
met4        40         37.84
met5         -         4.391
## per-stage QoR
stage / area, µm² / hold WS (ns) / power, µW / utilization [%]
final: 61280 / 0.5150 / 13830 / 57.24
after global routing: 61220 / 0.5351 / 14170 / 57.18
after CTS: 61200 / 0.5166 / 13720 / 57.16
after detailed placement: 57460 / 0.5032 / 8781 / 53.68
after global placement: 57460 / 0.4983 / 8742 / 53.68
after floorplan: 54030 / 0.4780 / 7726 / -
Power is estimated from default activity; no workload was simulated.
